`flow/run.sh`:
```
#!/bin/bash
# OpenROAD 26Q1-2900-gdf79404cd8, Yosys 0.63+post, stock flow scripts
make -C /OpenROAD-flow-scripts/flow DESIGN_CONFIG=/design/flow/config.mk WORK_HOME=/design/flow/orfs finish
```
`flow/config.mk`:
```
export PLATFORM = sky130hd
export DESIGN_NAME = id_generator
export DESIGN_NICKNAME = id_generator
export VERILOG_FILES = /design/flow/design.v
export SDC_FILE = /design/flow/constraint.sdc
export NUM_CORES = 4
export LEC_CHECK = 1
export CORE_AREA = 10 10 70 70
export DIE_AREA = 0 0 80 80
```
`flow/constraint.sdc`:
```
current_design id_generator

set clk_period 1.3
set clk_io_pct 0.2

create_clock -name clk0 -period $clk_period [get_ports {clk}]

set non_clock_inputs [all_inputs -no_clocks]
set_input_delay [expr $clk_period * $clk_io_pct] -clock clk0 $non_clock_inputs
set_output_delay [expr $clk_period * $clk_io_pct] -clock clk0 [all_outputs]
```
`flow/design.v`:
```
module id_generator (
  input clk,
  input reset,
  output reg [7:0] id
);
  always @(posedge clk or posedge reset) begin
    if (reset)
      id <= 8'b00000001;
    else
      id <= {id[6:0], id[7] ^ id[5]};  
  end
endmodule
```
==> impl_metrics.json <==
{
  "status": "finished clean",
  "die_h_um": 80,
  "avgSynthCellArea_um2": 21.4,
  "cts_root_buffer": "clkbuf_4",
  "switchingPower_mw": 0.0900,
  "seqPwrFrac_pct": 54.3,
  "grt_pass1_vias": 153,
  "ys.flops": 8,
  "cp-start-kind": "flop",
  "max_freq_mhz": 815,
  "grt_setup_unrepaired": "false",
  "worst_clock_skew_ns": 0.0114,
  "dp_hpwl_um": 419,
  "die_width_um": 80,
  "netlist_logic_family_top": "XOR/XNOR gates",
  "min_path_type": "primary input to async pin",
  "cp_cell_sequence": "clkdlybuf4s15_1",
  "crit_slowest_cell": "dfstp_2",
  "area_leaders": "dfrtp_1 (82%), dfstp_2 (12%), xor2_1 (4.1%)",
  "drt-pass1-iter-count": 2,
  "ys_sh_xor_pct": 4.09,
  "tool_warnings": 25,
  "worst_pin_slew_ns": 0.277,
  "core.rowCount": 21,
  "setup_ws_ns": 0.0725,
  "slowest_delay_ns": 0.55,
  "adder_share_pct": 0,
  "report.final.slew_viol_count": 0,
  "vdd_drop_max_uv": 214,
  "fin_area_um2": 402,
  "crit_family": "flip-flops",
  "ys_sh_mux_pct": 0,
  "synthTopCellsByCount": "dfrtp_1 (7), dfstp_2 (1), inv_1 (1), xor2_1 (1)",
  "synth.distinct_cells": 4,
  "cp-end-kind": "output port",
  "yosys.area_share.aoi_pct": 0,
  "io_pins": 10,
  "vias": 142,
  "synthToLayoutAreaGrowth_pct": 87.7,
  "n_antenna_cell": 0,
  "maxSlewHeadroom_pct": 81.5,
  "clkSlewWorstSetupHoldPaths_ns": 0.06,
  "top_regs": "id (8)",
  "fp_util_pct": 6.26,
  "crit_required_ns": 1.04,
  "clock_latency_ns": 0.26,
  "yosysWarningCount": 1,
  "power_per_cell_area_mw_per_mm2": 1140,
  "power.leakage_nw": 0.221,
  "synth.yosys.seq_area_share_pct": 94.2,
  "core_region_area_mm2": 0.00342,
  "hold_violations": 0,
  "cts_buffer_depth": 2,
  "viasPerCell": 1.97,
  "placed_area_um2": 362,
  "grt_overflow": 0,
  "portBuffers": 9,
  "synth_cells": 10,
  "netlist_area_um2": 214,
  "p_comb_share_pct": 1.6,
  "ant_nets": 0,
  "grt_pass1_wl_um": 821,
  "flop_cell": "dfrtp_1",
  "placed_cells": 65,
  "clkPwrFrac_pct": 44.1,
  "stdcell_count": 72,
  "routabilityCongestion": 0.715,
  "most_common_cell": "dfrtp_1",
  "synthArstFlopShare_pct": 100,
  "htree_levels": 1,
  "top_cell_area_share_pct": 81.9,
  "ys_sh_simple_pct": 0,
  "routedWlPerCell_um": 7.46,
  "die_area_mm2": 0.00640,
  "post-route-period-util_pct": 94.4,
  "hold_buffers": 0,
  "drt_wl_total_um": 537,
  "largest_reg_flops": 8,
  "switching_share_pct": 19.6,
  "drtIter0Drc": 2,
  "critPathKind": "flop to output port",
  "cts.sink_count": 8,
  "top_area_cell": "dfrtp_1",
  "edf_count": 0,
  "gr-usage-all-layers_pct": 1.86,
  "regMostFlops": "id",
  "setup_viol": 0,
  "final.fill_count": 400,
  "drc_errors": 0,
  "worstPathArrival_ns": 0.97,
  "setup_tns_ns": 0,
  "antenna_found_initial": 0,
  "cts_tree": "done",
  "grt_max_degree": 9,
  "path_buffers": 1,
  "synth_stat.cells": 10,
  "dp_slack_ns": 0.0458,
  "drive_gt1_share_pct": 26.9,
  "fin_crit_ns": 1.23,
  "cap_violations": 0,
  "path_max_fanout": 2,
  "p_int_mw": 0.370,
  "numCtsBuffers": 3,
  "ys_area_um2": 214
}
## stage by stage
stage | power, mW | utilization [%] | hold WS [ns]
2_1_floorplan | 0.257 | - | 0.0749
3_3_place_gp | 0.261 | 10.6 | 0.362
3_5_place_dp | 0.261 | 10.6 | 0.365
4_1_cts | 0.465 | 11.7 | 0.255
5_1_grt | 0.488 | 11.8 | 0.274
6_report | 0.460 | 11.8 | 0.252
## kinds of logic (layout without fill, tap and decap cells)
family,count (synthesis),in the layout
xor gates and xnor gates,1,1
buffers and inverters,1,17
DFF,8,8
## per-layer routing
| layer | routed length, µm | global-route usage [%] | vias up |
|---|---|---|---|
| li1 | - | - | 63 |
| met1 | 267 | 2.42 | 67 |
| met2 | 107 | 1.36 | 12 |
| met3 | 161 | 2.95 | 0 |
| met4 | 0 | 0.176 | 0 |
| met5 | 0 | 0 | - |
## layout by cell type (no fill, tap or decap)
| master | synthesis | routed |
|---|---|---|
| dfstp_2 | 1 | 1 |
| inv_1 | 1 | 1 |
| clkdlybuf4s15_1 | 0 | 1 |
| dfrtp_1 | 7 | 7 |
| clkdlybuf4s50_1 | 0 | 1 |
| clkbuf_4 | 0 | 3 |
| xor2_1 | 1 | 1 |
| dlygate4sd2_1 | 0 | 7 |
| buf_4 | 0 | 3 |
| clkbuf_1 | 0 | 1 |
## power groups by stage
stage	Sequential, mW	Clock (mW)	Combinational, mW
4_1_cts	0.249	0.208	0.00790
5_1_grt	0.249	0.231	0.00870
6_report	0.249	0.203	0.00754
## timing repair
item | in CTS | in global routing
endpoints found under the setup margin | 8 | 1
hold endpoints to repair | 0 | 0
setup buffers | 3 | 0
gates resized | 8 | 1
## worst paths after layout
path / startpoint / to / slack [ns] / cells after the start
hold / removal: reset / id[4]$_DFF_PP0_ / 0.25 / 2
hold reg to reg: id[3]$_DFF_PP0_ / id[4]$_DFF_PP0_ / 0.37 / 0
setup / recovery: id[0]$_DFF_PP1_ / id[0] / 0.07 / 1
setup reg to reg: id[5]$_DFF_PP0_ / id[0]$_DFF_PP1_ / 0.57 / 2
max in group asynchronous: reset / id[0]$_DFF_PP1_ / 0.76 / 2
min in group clk0: id[3]$_DFF_PP0_ / id[4]$_DFF_PP0_ / 0.37 / 0
## cell type report
type / count / area, µm² / area share, %
inverters: 1 / 3.75 / 0.935
well taps: 46 / 57.6 / 14.3
clock buffers: 4 / 26.3 / 6.54
repair buffers: 12 / 104 / 25.9
flip-flops and latches: 8 / 201 / 50.2
multi-input cells: 1 / 8.76 / 2.18
Power is estimated from default activity; no workload was simulated.
