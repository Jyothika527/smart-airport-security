### design/flow/design.v
module object_counter (
  input clk,
  input reset,
  output reg [3:0] count
);
  always @(posedge clk or posedge reset) begin
    if (reset)
      count <= 0;
    else
      count <= count + 1;
  end
endmodule
### design/flow/run.sh
#!/bin/bash
# OpenROAD 26Q1-2900-gdf79404cd8, Yosys 0.63+post, stock flow scripts
make -C /OpenROAD-flow-scripts/flow DESIGN_CONFIG=/design/flow/config.mk WORK_HOME=/design/flow/orfs finish
### design/flow/config.mk
export PLATFORM = sky130hd
export DESIGN_NAME = object_counter
export DESIGN_NICKNAME = object_counter
export VERILOG_FILES = /design/flow/design.v
export SDC_FILE = /design/flow/constraint.sdc
export NUM_CORES = 4
export LEC_CHECK = 1
export CORE_AREA = 10 10 70 70
export DIE_AREA = 0 0 80 80
### design/flow/constraint.sdc
current_design object_counter

set clk_period 1.5
set clk_io_pct 0.2

create_clock -name clk0 -period $clk_period [get_ports {clk}]

set non_clock_inputs [all_inputs -no_clocks]
set_input_delay [expr $clk_period * $clk_io_pct] -clock clk0 $non_clock_inputs
set_output_delay [expr $clk_period * $clk_io_pct] -clock clk0 [all_outputs]
==> run notes <==
run metrics: outcome finished clean, placer congestion estimate 0.644, Synth top cell by count dfrtp_1, total of max-cap violations 0, Hold Path Class input pin to asynchronous set/reset pin, Largest Register count, Clk Latency, worst-skew pair 0.23 ns, PwrDens 869 nW/um2, clock root buffer clkbuf_4, Num CTS Buffers 3, EDFF count, synth 0, Switching Share 17.8%, Synth flops 4, final antenna-violating net count 0, count of cell types in the netlist 6, tool warning count 25, slowest cell on the critical path clkdlybuf4s50_1, area grow syn2layout 96.5%, layout cells sized above 1 21.1%, final setup fails 0, top post-synthesis cells by area dfrtp_1 (70%), ha_1 (8.8%), xnor2_1 (6.1%), Slew headroom 90.1%, Critical Setup Path Class flip-flop to primary output, P_sw 43.3 uW, fin crit share 93.5%, ys flop type dfrtp_1, Hold Fails Final Rpt 0, R2R Path Start count[0], vias 99, global-route wire length before repair 662 um, setup TNS 0 ns, transition time of the tightest slew-check pin 0.149 ns, ys cells 10, gr usage total 1.41%, Critical Path Sink Type primary output, Syn Inst Count 10, final wirelength 396 um, YS chip area 143 um2, combinational power share 1.9%, RSZ-0062 raised after global routing false, largest area contributor in the netlist dfrtp_1, syn avg cell area 14.3 um2, CP delay by family, top buffers and inverters, Clock power frac 53.5%, worst path bufs/invs 1, Final Cell Area 280 um2, worst vdd ir 0.449 mV, most instantiated cells after synthesis dfrtp_1 (4), inv_1 (2), Final Max Slew Viols 0, largest net degree at the start of global routing 5, Hold-fix buffers, CTS 0, RR Endpoint count[2], Leak 0.000122 uW, R2R cell count 2, Ant. Diodes 0, DR WL/cell 6.09 um, P_int 200 uW, Data required, critical path 1.20 ns, Die X 80 um, die y size 80 um, clk_skew 0.00447 ns, Yosys top cell area share 70.2%, Flop pwr share 44.6%, DRC 0, clk sink count 4, H-tree levels 1, max reg flops 4, IO buf count 5, CTS tree built, Warnings, synthesis 1, Clock Pin Slew Worst Setup and Hold Paths 0.04 ns, GRT Residual Overflow 0, DRT iter0 DRCs 0, core area 3420 um2, fmax 0.713 GHz, I/O pins 6, CTS max path bufs 2, post_cts resized 0, row count 21, FFs w/ async S/R, synth 100%, Seq share, synth 70.2%, CP Launch Type flip-flop, Reg2Reg Setup Slack 0.63 ns, arrival time at the worst endpoint 1.10 ns, worst-path maximum fanout 4, length of the first detailed-routing pass in iterations 1, placed inst area 250 um2, fp_density 4.18%, fin crit period 1.40 ns, initial antenna violation count 0, Die Area 6400 um2, CP Cell Sequence clkdlybuf4s50_1, vias in the first global route 127, Netlist Area Pre-Place 143 um2, Vias/cell 1.52, CP max stage delay 0.49 ns, biggest registers after layout count (4)
==> placed cells by master, fill, tap and decap left out, drive strengths merged <==
master / n
buf: 1
clkbuf: 3
clkdlybuf4s50: 5
dfrtp: 4
ha: 1
inv: 2
nand3: 1
xnor2: 1
xor2: 1
==> area by class of cell <==
type	count	area, um2
Clock buffer	3	22.5
Timing Repair Buffer	6	57.6
Tap cell	46	57.6
Fill cell	409	3140
Multi-Input combinational cell	4	35.0
Inverter	2	7.51
Sequential cell	4	100
==> power by group through the flow <==
stage | Combinational, uW | Clock, uW | Sequential, uW
after CTS | 4.83 | 136 | 109
after global routing | 5.32 | 149 | 108
final | 4.66 | 130 | 109
==> worst reg2reg max path: stages, from the launching register on <==
cell and delay, ns:
dfrtp_1 0.40, ha_1 0.22, xor2_1 0.14
==> worst max path at each step <==
stage,cells after the start,endpoint,startpoint
4_1_cts,1,count[2],count[2]
6_report,1,count[0],count[0]
5_1_grt,1,count[0],count[0]
==> through the flow <==
| step | hold slack (ns) | utilization (%) | power [uW] | worst slack (ns) | std cells |
|---|---|---|---|---|---|
| 2_1_floorplan | 0.0661 | - | 112 | 0.679 | 10 |
| 3_3_place_gp | 0.455 | 7.33 | 114 | 0.316 | 61 |
| 3_5_place_dp | 0.466 | 7.33 | 115 | 0.295 | 61 |
| 4_1_cts | 0.251 | 7.99 | 249 | 0.0413 | 64 |
| 5_1_grt | 0.264 | 8.21 | 262 | 0.0382 | 65 |
| 6_report | 0.253 | 8.21 | 244 | 0.0981 | 65 |
==> logic make-up (layout without fill, tap and decap cells) <==
kind of cell | Yosys count | in the layout | synth area share [%]
buffers and inverters | 2 | 11 | 5.27
adder cells (fa/ha/maj) | 1 | 1 | 8.77
flip-flops | 4 | 4 | 70.2
AND/OR/NAND/NOR | 1 | 1 | 3.51
XOR/XNOR | 2 | 2 | 12.3
==> repair_timing <==
action                                  CTS  global route
buffers inserted                          0             1
endpoints found under the setup margin    0             1
hold endpoints to repair                  0             0
==> metal layers <==
metal | wire [um] | GRT usage [%] | share of wire [%] | vias to the layer above
met3 | 62 | 1.59 | 16 | 0
met1 | 246 | 2.07 | 62 | 42
met4 | 0 | 0.352 | 0 | 0
met5 | 0 | 0 | 0 | -
li1 | - | - | - | 49
met2 | 87 | 1.12 | 22 | 8
Power is estimated from default activity; no workload was simulated.
